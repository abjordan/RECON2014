==> flow/design.v <==
module uart_tx(
  input wire clk,
  input wire rst,
  input wire en,
  input wire [7:0] data_out,
  output reg rdy,
  output reg dout);
  reg [7:0] data;
  reg [2:0] state;
  reg [2:0] cnt;
  reg [8:0] etu_cnt;
  wire etu_full = (etu_cnt == (50000000/115200));
  always @(posedge clk) begin
    etu_cnt <= (etu_cnt + 1);
    state <= state;
    cnt <= cnt;
    dout <= dout;
    data <= data;
    rdy <= rdy;
    if (rst) begin
      state <= 2'd0;
      cnt <= 3'd0;
      dout <= 1'd1;
      data <= 8'd0;
      rdy <= 1'd1;
    end
    case(state)
      3'd0:
      begin
        rdy <= 1'd1;
        if (en) begin
          dout <= 1'd0;
          cnt <= 3'd0;
          etu_cnt <= 9'd0;
          data <= data_out;
          state <= 3'd1;
          rdy <= 1'd0;
        end
      end
      3'd1:
      begin
        if (etu_full) begin
          etu_cnt <= 9'd0;
          dout <= data[0];            
          cnt <= cnt + 1;            
          data <= {1'b0, data[7:1]};    
          if (cnt == 3'd7) begin
            state <= 3'd2;
          end
        end
      end
      3'd2:
      begin
        if (etu_full) begin
          etu_cnt <= 9'd0;
          dout <= 1'd1;
          state <= 3'd3;
        end
      end
      3'd3:
      begin
        if (etu_full) begin
          etu_cnt <= 9'd0;
          state <= 3'd4;
        end
      end
      3'd4:
      begin
        if (etu_full) begin
          etu_cnt <= 9'd0;
          state <= 3'd0;
        end
      end
    endcase
  end
endmodule
==> flow/run.sh <==
#!/bin/bash
# OpenROAD 26Q1-2900-gdf79404cd8, Yosys 0.63+post, stock flow scripts
make -C /OpenROAD-flow-scripts/flow DESIGN_CONFIG=/design/flow/config.mk WORK_HOME=/design/flow/orfs finish
==> flow/config.mk <==
export PLATFORM = sky130hd
export DESIGN_NAME = uart_tx
export DESIGN_NICKNAME = uart_tx
export VERILOG_FILES = /design/flow/design.v
export SDC_FILE = /design/flow/constraint.sdc
export NUM_CORES = 4
export LEC_CHECK = 1
export CORE_AREA = 10 10 101 101
export DIE_AREA = 0 0 111 111
==> flow/constraint.sdc <==
current_design uart_tx

set clk_period 2.1
set clk_io_pct 0.2

create_clock -name clk0 -period $clk_period [get_ports {clk}]

set non_clock_inputs [all_inputs -no_clocks]
set_input_delay [expr $clk_period * $clk_io_pct] -clock clk0 $non_clock_inputs
set_output_delay [expr $clk_period * $clk_io_pct] -clock clk0 [all_outputs]
==> GITHUB_STEP_SUMMARY <==
### Flow metrics

| Metric | Value |
|---|---|
| Outcome | finished, final reports clean |
| Clock Root Buffer | clkbuf_8 |
| # diodes | 0 |
| Tcrit/Tclk final | 0.734 |
| DIE WIDTH | 111 um |
| Worst Setup End Kind | flop |
| Flop and latch count out of synthesis | 27 |
| Syn Inst Count | 139 |
| Cell count in the Yosys report | 139 |
| Clock power share | 0.240 |
| Req. time, crit path | 2.29 ns |
| Worst Slack Setup Final | 0.559 ns |
| EDFF count, synth | 1 |
| Sequential power share | 0.545 |
| Setup WS pre-CTS | 0.263 ns |
| RSZ-0062 raised after global routing | false |
| Gate power share | 0.215 |
| Clk_skew | 0.00860 ns |
| CTS tree | done |
| Vias in the first global route | 935 |
| Wire length on met1 | 1290 um |
| Worst slew pin tran | 0.317 ns |
| Top Metal Used | met4 |
| Worst-skew pair later-pin latency | 0.27 ns |
| Max Fclk | 0.649 GHz |
| Global route total overflow | 0 |
| Synthesis Warnings | 1 |
| Comb area leader | simple AND/OR/NAND/NOR gates |
| Multiplexer share | 0.0757 |
| Slew headroom | 0.788 |
| # rows | 33 |
| Net Switching | 0.000348 W |
| Dpl cells | 253 |
| Simple-Gate Fraction of Synth Area | 0.202 |
| Port-buffer cells | 12 |
| HPWL Detailed | 1840 um |
| Core area | 8130 um2 |
| Die height | 111 um |
| DR vias/cell | 3.82 |
| Synthesis area per yosys | 1320 um2 |
| Clock slew at reported path FFs | 0.10 ns |
| Count leader, synth | dfxtp_1 |
| Internal Power | 0.000867 W |
| Fin. Hold Viols | 0 |
| Adder share | 0.0378 |
| Antenna viol nets, final | 0 |
| Asr flop ratio synth | 0 |
| Max clock buf depth | 2 |
| Routability cong. | 0.800 |
| Leakage power | 0.623 nW |
| Crit Path Max Fanout | 10 |
| Initial DRC count | 21 |
| Syn avg cell area | 9.51 um2 |
| Worst vdd ir | 0.255 mV |
| IO Count | 13 |
| Post_cts resized | 0 |
| Final setup vio count | 0 |
| Met2 WL | 1080 um |
| Post-Syn Area | 1320 um2 |
| Post-route cell area | 1600 um2 |
| Global Route Usage Sum | 0.0387 |
| WL final | 2510 um |
| Largest net degree at the start of global routing | 19 |
| Setup Total Neg Slack | 0 ns |
| Cell area leaders | dfxtp_1, mux2i_1, o21ai_0 |
| H-tree Lvls | 1 |
| Area grow syn2layout | 20.9% |
| Synth area leader | dfxtp_1 |
| Critical path class | input pin to flop |
| Dominant register cell | dfxtp_1 |
| Tool warnings | 26 |
| Non-filler cells, final | 257 |
| Setup crit start kind | input pin |
| First-pass GRT wire length | 4250 um |
| Max Cap Viol | 0 |
| Aoi share | 0.166 |
| DRC viols | 0 |
| Final core utilization | 0.197 |
| Top cells by count | dfxtp_1, nor2_1, o21ai_0 |
| Synth Seq Share | 0.416 |
| Vias | 983 |
| Initial antenna violation count | 0 |
| Floorplan utilization | 0.163 |
| Avg WL per Cell | 9.76 um |
| Switching power share of the total | 0.286 |
| Worst Path Arrival | 1.73 ns |
| Die Size | 12300 um2 |
| Area leader share | 0.394 |
| Post-CTS Hold Fix Bufs | 0 |
| Hold crit path type | flop to flop |
| CTS Buf Count | 3 |
| Synth cell types | 40 |
| DR WL met3 | 75 um |
| Power Density | 760 nW/um2 |
| Dpl cell area | 1550 um2 |
| Layout cells sized above 1 | 0.0855 |
| CTS Sinks | 27 |
| Min cycle time layout | 1.54 ns |
| Max Slew Vio Count | 0 |
| Xor/xnor share | 0.0464 |
| Pre-antenna DRT Iters | 4 |
| Postcts setup bufs | 0 |
routing by layer:
metal / track usage / vias up
met5: 0 / -
met4: 0.0113 / 0
met3: 0.00930 / 2
met2: 0.0570 / 8
met1: 0.0547 / 449
li1: - / 524
layout by cell type (no fill, tap or decap), types with 4 or more instances in the layout:
cell,netlist,layout
mux2i_1,10,10
buf_4,0,4
o21ai_0,13,13
nor2_1,13,13
ha_1,4,4
inv_1,6,6
nor2b_1,10,10
clkdlybuf4s50_1,0,12
a22oi_1,7,7
xnor2_1,4,4
dfxtp_1,26,26
per-stage QoR:
| stage | total power (W) | hold slack (ns) |
|---|---|---|
| after floorplan | 0.000851 | 0.426 |
| after global placement | 0.000934 | 0.442 |
| after detailed placement | 0.000939 | 0.449 |
| after CTS | 0.00123 | 0.470 |
| after global routing | 0.00129 | 0.519 |
| final | 0.00121 | 0.463 |
logic make-up after synthesis:
group	count (synthesis)
buf+inv	13
fa+ha+maj	4
xor+xnor	7
simple gates	46
compound gates	32
mux	10
flops	27
power by group through the flow:
stage	clock network, W	registers, W	logic, W
6_report	0.000292	0.000662	0.000261
5_1_grt	0.000322	0.000676	0.000292
4_1_cts	0.000303	0.000663	0.000266
state kept, by name, summed over array words and instances, names as in the netlist:
register and cells:
dout 1, cnt 3, state 5, etu_cnt 9, rdy 1, data 8
critical path, cell delays in order:
cell             delay [ns]
clkdlybuf4s50_1        0.65
nor2_1                 0.11
o211ai_1               0.21
o41ai_1                0.11
a221oi_1               0.23
final timing paths:
path,start,to,slack [ns],depth (start not counted)
worst max register to register,state[3],etu_cnt[8],0.60,3
worst min-delay path,etu_cnt[0],etu_cnt[0],0.46,1
worst min register to register,etu_cnt[0],etu_cnt[0],0.46,1
worst max-delay path,rst,dout,0.56,5
cell type report:
class                      count  area (um2)
clock inverter                 1        5.00
inverter                       6        22.5
sequential                    27         551
multi-input combinational     99         698
fill                         879        6540
timing repair buffer          16         150
clock buffer                   3        41.3
tap                          105         131
Power is estimated from default activity; no workload was simulated.
