`/design/flow/design.v`:
```
module foo_counter(
  input wire clk,
  input wire rst,
  input wire en,
  output reg [7:0] cnt);
always @(posedge clk)
begin
  if (rst)
  begin
    cnt <= 8'd0;
  end
  else
  begin
    if (en)
    begin
      cnt <= cnt + 1;
    end
    else
    begin
      cnt <= cnt;
    end
  end
end
endmodule
```
`/design/flow/run.sh`:
```
#!/bin/bash
# OpenROAD 26Q1-2900-gdf79404cd8, Yosys 0.63+post, stock flow scripts
make -C /OpenROAD-flow-scripts/flow DESIGN_CONFIG=/design/flow/config.mk WORK_HOME=/design/flow/orfs finish
```
`/design/flow/config.mk`:
```
export PLATFORM = sky130hd
export DESIGN_NAME = foo_counter
export DESIGN_NICKNAME = foo_counter
export VERILOG_FILES = /design/flow/design.v
export SDC_FILE = /design/flow/constraint.sdc
export NUM_CORES = 4
export LEC_CHECK = 1
export CORE_AREA = 10 10 70 70
export DIE_AREA = 0 0 80 80
```
`/design/flow/constraint.sdc`:
```
current_design foo_counter

set clk_period 1.5
set clk_io_pct 0.2

create_clock -name clk0 -period $clk_period [get_ports {clk}]

set non_clock_inputs [all_inputs -no_clocks]
set_input_delay [expr $clk_period * $clk_io_pct] -clock clk0 $non_clock_inputs
set_output_delay [expr $clk_period * $clk_io_pct] -clock clk0 [all_outputs]
```
==> results.sh <==
# yosys + openroad results
export IMPL_outcome="finished clean"
export IMPL_comb_power_share=0.082
export IMPL_netlist_cell_type_count=15
export IMPL_number_of_h_tree_levels=1
export IMPL_post_synth_most_frequent_cells="sky130_fd_sc_hd__dfxtp_1, sky130_fd_sc_hd__nor2_1"
export IMPL_timing_final_crit_share=0.960
export IMPL_synthesis_area_per_instance_um2=9.16
export IMPL_power_share_switching=0.222
export IMPL_p_seq_frac=0.528
export IMPL_top_cells_by_area="sky130_fd_sc_hd__dfxtp_1, sky130_fd_sc_hd__xor2_1, sky130_fd_sc_hd__nor2_1"
export IMPL_yosys_stat_chipArea_um2=339
export IMPL_worstSetupStartpointType="flip-flop"
export IMPL_grt_overflow=0
export IMPL_ys_seq_frac=0.472
export IMPL_synth_cells=37
export IMPL_netlist_area_um2=339
export IMPL_setup_viol=0
export IMPL_yosys_warnings=1
export IMPL_initial_utilization=0.0993
export IMPL_synth_edff_count=0
export IMPL_place_detailed_hpwl_um=645
export IMPL_worst_path_max_fanout=5
export IMPL_worst_max_slew_pin_slew_ns=0.295
export IMPL_cts_root_buf="sky130_fd_sc_hd__clkbuf_4"
export IMPL_min_period_ns=1.44
export IMPL_floorplan_die_width_um=80
export IMPL_dr_pass1_iters=2
export IMPL_synth_largest_area_cell="sky130_fd_sc_hd__dfxtp_1"
export IMPL_chip_area_um2=6400
export IMPL_routed_via_density=3.18
export IMPL_critical_path_required_ns=1.20
export IMPL_finish_instance_area_um2=527
export IMPL_path_buffers=1
export IMPL_cells_along_the_critical_path="clkdlybuf4s50_1"
export IMPL_tool_warnings=25
export IMPL_total_switching_power_uw=95.2
export IMPL_total_power_uw=429
export IMPL_n_antenna_cell=0
export IMPL_timing_rr_start="cnt[1]"
export IMPL_cts_repair_timing_setup_buffer_count=0
export IMPL_synth_yosys_num_cells=37
export IMPL_intPower_uw=334
export IMPL_tns_ns=0
export IMPL_cp_max_delay_cell="sky130_fd_sc_hd__clkdlybuf4s50_1"
export IMPL_slew_headroom=0.803
export IMPL_fin_skew_ns=0.00474
export IMPL_setup_ws_ns=0.0605
export IMPL_critical_path_max_stage_delay_ns=0.50
export IMPL_grt_usage=0.0284
export IMPL_static_leakage_power_nw=0.185
export IMPL_synthArstFlopShare=0
export IMPL_number_of_antenna_violations_at_the_first_check_in_global_routing=0
export IMPL_wire_per_inst_um=8.66
export IMPL_fill_cells=398
export IMPL_holdWs_ns=0.493
export IMPL_clock_sinks=8
export IMPL_criticalPathCategory="flip-flop to output port"
export IMPL_syn2layout_area_growth_pct=55.4
export IMPL_clkSlewWorstSetupHoldPaths_ns=0.05
export IMPL_first_global_vias=313
export IMPL_max_freq_mhz=695
export IMPL_final_layout_size_suffix_gt1_frac=0.180
export IMPL_final_hold_violation_count=0
export IMPL_top_level_ports=11
export IMPL_io_buffer_count=10
export IMPL_r2r_end="cnt[6]"
export IMPL_hold_path_startpoint="cnt[7]"
export IMPL_reg2reg_slack_ns=0.24
export IMPL_rsz0062_at_grt="false"
export IMPL_critical_path_top_delay_family="buffers and inverters"
export IMPL_cts_tree="built"
export IMPL_slew_violations=0
export IMPL_top_register="cnt"
export IMPL_globalplace_congestion=0.789
export IMPL_floorplan_rows=21
export IMPL_critical_path_endpoint_type="output port"
export IMPL_peakVddDrop_v=0.000394
export IMPL_min_delay_path_depth=2
export IMPL_critPathArrivalTime_ns=1.14
export IMPL_synth_seq_cells=8
export IMPL_synth_top_cell_by_count="sky130_fd_sc_hd__dfxtp_1"
export IMPL_drv_max_cap_violation_count=0
export IMPL_die_h_um=80
export IMPL_drcViolationCount=0
export IMPL_grt_first_pass_wirelength_mm=1.43
export IMPL_routed_via_count=305
export IMPL_drt_total_wl_um=831
export IMPL_drt_antenna_violating_nets=0
export IMPL_hold_path_class="flip-flop to flip-flop"
export IMPL_synth_top_area_share=0.472
export IMPL_clockBufferDepth=2
export IMPL_maximum_number_of_pins_on_one_net_before_global_route_repair=9
export IMPL_place_ws_ns=-0.0856
export IMPL_clock_power_share=0.389
export IMPL_tritoncts_num_buffers=3
export IMPL_insertion_delay_late_pin_ns=0.26
export IMPL_post_cts_hold_buffer_count=0
export IMPL_largest_reg_flops=8
export IMPL_core_area_um2=3420
export IMPL_placed_cell_areas_um2=500
export IMPL_worstRegToRegCells=4
export IMPL_synthFlopType="sky130_fd_sc_hd__dfxtp_1"
export IMPL_pwr_density_cell_nw_per_um2=815
export IMPL_hold_path_endpoint="cnt[7]"
export IMPL_drtIter0Drc=4
export IMPL_largestRegisters="cnt: 8 flops"
cells in the final DEF, fill, tap and decap left out, drive strengths merged:
cell type and instances:
a21oi 3, buf 2, clkbuf 3, clkdlybuf4s50 10, dfxtp 8, ha 1, mux2i 1, nand2 2
nand3 2, nand4 3, nor2 5, o21ai 3, or3 3, xnor2 1, xor2 3
per-stage QoR:
step                       util  std cells
after floorplan               -         37
after global placement    0.147         93
after detailed placement  0.147         93
after CTS                 0.153         96
after global routing      0.154         96
final                     0.154         96
kinds of logic (layout without fill, tap and decap cells):
kind of cell	count (synthesis)	after routing	share of synthesized area
adder cells (fa/ha/maj)	1	1	0.0369
AND/OR/NAND/NOR	15	15	0.236
AND-OR/OR-AND	6	6	0.0885
XOR/XNOR	4	4	0.103
multiplexers	1	1	0.0295
buffers and inverters	2	15	0.0332
flip-flops	8	8	0.472
layout make-up:
cell class | count | area, um2 | share of cell area
Multi-Input combinational cell | 27 | 168 | 0.318
Sequential cell | 8 | 164 | 0.311
Timing Repair Buffer | 12 | 115 | 0.219
Tap cell | 46 | 57.6 | 0.109
Clock buffer | 3 | 22.5 | 0.0428
power by group through the flow:
| stage | registers, mW | logic [mW] | clock network (mW) |
|---|---|---|---|
| 6_report | 0.227 | 0.0353 | 0.167 |
| 5_1_grt | 0.228 | 0.0408 | 0.185 |
| 4_1_cts | 0.226 | 0.0358 | 0.174 |
how the worst max path moves through the flow:
stage / from / end / slack, ns / cells past startpoint
global route: cnt[5] / cnt[5] / 0.004 / 1
CTS: cnt[4] / cnt[4] / 0.01 / 1
finish: cnt[5] / cnt[5] / 0.06 / 1
routing by layer:
layer,vias up,part of all wire,global-route usage,wire length (um)
met1,135,0.59,0.0424,489
met5,-,0,0,0
met4,0,0,0,0
met2,14,0.25,0.0297,209
met3,0,0.16,0.0250,132
li1,156,-,-,-
what timing repair did:
| item | 4_1_cts | 5_1_grt |
|---|---|---|
| setup endpoints to repair | 1 | 2 |
| hold endpoints to repair | 0 | 0 |
| resized | 1 | 2 |
Power and IR drop assume default switching activity.
