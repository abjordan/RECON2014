## design/flow/config.mk

```make
export PLATFORM = sky130hd
export DESIGN_NAME = uart_rx
export DESIGN_NICKNAME = uart_rx
export VERILOG_FILES = /design/flow/design.v
export SDC_FILE = /design/flow/constraint.sdc
export NUM_CORES = 4
export LEC_CHECK = 1
export CORE_AREA = 10 10 99 99
export DIE_AREA = 0 0 109 109
```

## design/flow/constraint.sdc

```tcl
current_design uart_rx

set clk_period 3.6
set clk_io_pct 0.2

create_clock -name clk0 -period $clk_period [get_ports {clk}]

set non_clock_inputs [all_inputs -no_clocks]
set_input_delay [expr $clk_period * $clk_io_pct] -clock clk0 $non_clock_inputs
set_output_delay [expr $clk_period * $clk_io_pct] -clock clk0 [all_outputs]
```

## design/flow/design.v

```verilog
module uart_rx(
  input wire clk,
  input wire rst,
  input wire din,
  output reg valid,
  output reg [7:0] data_in);
  reg [8:0] etu_cnt;
  reg [2:0] bit_cnt;
  reg [7:0] data;
  reg [1:0] state;
  reg starting;
  wire etu_full = (etu_cnt == (50000000/115200));
  wire etu_half = (etu_cnt == ((50000000/115200)/2));
  always @(posedge clk) begin
    etu_cnt <= (etu_cnt + 1);
    bit_cnt <= bit_cnt;
    state <= state;
    valid <= valid;
    data <= data;
    starting <= starting;
    if (rst) begin
      state <= 3'd0;
      bit_cnt <= 2'd0;
      etu_cnt <= 9'd0;
      data <= 8'd0;
      valid <= 1'b0;    
      data_in <= 8'd0;
    end
    else
    begin
    case (state)
      3'd0:
      begin
        valid <= 1'd0;
        if (~din) begin
          if (~starting) begin
            starting <= 1'd1;
            etu_cnt <= 9'd0;
          end
          else   
          begin 
            if (etu_half) begin
              etu_cnt <= 0;
              bit_cnt <= 0;
              state <= 3'd1;
            end
          end
        end
        else     
        begin
          starting <= 1'd0;
        end
      end
      3'd1:
      begin 
        if (etu_full) begin
          etu_cnt <= 9'd0;
          bit_cnt <= (bit_cnt + 1);
          data <= {din, data[7:1]};
          if (bit_cnt == 7) begin
            state <= 3'd2;
          end
        end
      end
      3'd2:
      begin
        if (etu_full) begin
          etu_cnt <= 9'd0;
          data_in <= data;
          valid <= din;
          state <= 3'd0;
        end
      end
    endcase
    end
  end 
endmodule
```

## design/flow/run.sh

```bash
#!/bin/bash
# OpenROAD 26Q1-2900-gdf79404cd8, Yosys 0.63+post, stock flow scripts
make -C /OpenROAD-flow-scripts/flow DESIGN_CONFIG=/design/flow/config.mk WORK_HOME=/design/flow/orfs finish
```

==> reports/results.tsv <==
stage	metric	value	unit
timing	Max-slew headroom	0.552	
cts	number of CTS-inserted buffers	5	
floorplan	die height	109	um
logic_synthesis	number of enable flip-flop cells	1	
critical_path	crit-path cells	inv_1, ha_1, nor4bb_1, buf_4, and2_1, nand3_1, a21oi_1	
logic_synthesis	Yosys warning total	1	
global_routing	grt total ovfl	0	
critical_path	CP max FO	20	
min_path	Hold Crit Depth	2	
min_path	worst hold path type	flop to flop	
timing	Fmax achieved	509	MHz
critical_path	family with the most delay on the worst path	simple AND/OR/NAND/NOR gates	
cts	CTS H-tree lvls	2	
logic_synthesis	most numerous cell in the Yosys netlist	dfxtp_1	
logic_synthesis	top cells by count	32 x dfxtp_1, 22 x nand3_1, 19 x a21oi_1, 19 x nand2_1, 9 x a211oi_1	
timing	Setup-failing EPs final	0	
run_status	status	finished, final reports clean	
critical_path	critical path type	flop to flop	
cts	Post-CTS Setup Bufs	0	
place	Detailed Place HPWL	1.95	mm
cts	Hold-fix buffers, CTS	0	
cells_and_area	Final Cell Area	1770	um2
timing	RSZ-0062 raised after global routing	no	
timing	Slew @ Worst Pin	0.668	ns
cts	clock sink count	33	
cells_and_area	fraction of layout cells with a size suffix above 1	0.0747	
timing	fin crit period	1.96	ns
timing	final hold violation count	0	
global_routing	initial antenna violation count	0	
critical_path	CP endpoint kind	flop	
cts	clk slew on worst S/H paths	0.07	ns
flow_run	Max Cap Viol	0	
floorplan	I/O Pins	12	
critical_path	CP max stage delay	0.57	ns
logic_synthesis	synthesis-stage register bit count	33	
critical_path	Crit-path slowest cell	and2_1	
cts	post_cts resized	0	
detailed_routing	Vias/cell	4.18	
pwr	peak supply drop	193	uV
logic_synthesis	largest area contributor in the netlist	dfxtp_1	
logic_synthesis	synthesis area per yosys	1450	um2
detailed_routing	antenna-violating nets left	0	
detailed_routing	Remaining DRCs	0	
place	Cell Area, Placed	1650	um2
timing	Tcrit/Tclk final	0.545	
detailed_routing	wire per inst	10.4	um
floorplan	FP Core Util	0.188	
floorplan	Die Size	11900	um2
place	RD Place Congestion	0.816	
pwr	Design Power	750	uW
detailed_routing	Vias	1155	
critical_path	Crit path arrival time	2.17	ns
timing	Slew Limit Fails	0	
critical_path	crit start category	flop	
logic_synthesis	synthesized area per cell	8.84	um2
logic_synthesis	Synth Cell Area	1450	um2
logic_synthesis	number of cells in Yosys stat	164	
critical_path	Req. time, crit path	3.81	ns
floorplan	overall die width	109	um
global_routing	largest net degree at the start of global routing	21	
global_routing	global-route wire length before repair	4.95	mm
logic_synthesis	top cells by area	dfxtp_1 44%, nand3_1 7.6%, a21oi_1 6.6%	
pwr	PD cells	423	nW/um2
floorplan	Core Area	7730	um2
logic_synthesis	distinct lib cells	34	
critical_path	Crit path depth	7	
logic_synthesis	ys flop type	dfxtp_1	
pwr	Leak Pwr	0.552	nW
detailed_routing	Detailed Routing Iterations Pass 1	4	
cts	root buffer cell	clkbuf_8	
cts	CTS tree	yes	
detailed_routing	DR iter-0 viols	47	
timing	setup TNS	0	ns
place	PortBufs	11	
logic_synthesis	sequential share of the synthesized area	0.462	
critical_path	Reg2Reg Depth	7	
logic_synthesis	Synth Instances	164	
cells_and_area	Area Overhead vs Synth	22.1	%
critical_path	crit path buf inv count	2	
global_routing	vias in the first global route	1077	
global_routing	GRT Util Overall	0.0489	
floorplan	row count	32	
detailed_routing	drt total wl	2.87	mm
flow_run	tool warnings	27	
detailed_routing	ANT cells	0	
timing	Clock Skew	0.00668	ns
cts	Late-Pin Clk Latency	0.28	ns
logic_synthesis	Top-area cell share	0.442	
cts	CTS Buffer Depth	2	
logic_synthesis	Async SR Flop Fraction	0	
[power by group]
group          switching, mW  total [mW]  internal, mW  leakage (nW)
logic                 0.0138      0.0226       0.00882         0.225
clock network          0.129       0.354         0.226        0.0585
registers            0.00287       0.373         0.370         0.268
total                  0.146       0.750         0.604         0.552
[metrics by stage]
step           setup slack, ns  hold WS [ns]  utilization  instances
6_report                  1.64         0.453        0.229        276
5_1_grt                   1.44         0.475        0.229        276
4_1_cts                   1.61         0.456        0.229        276
3_5_place_dp              1.43         0.447        0.214        268
3_3_place_gp              1.48         0.444        0.214        268
2_1_floorplan             1.95         0.422            -        164
[placed cells by master, fill, tap and decap left out, types with 4 or more instances in the layout]
cell and instances:
dfxtp_1 32, nand3_1 22, nand2_1 19, a21oi_1 19
clkdlybuf4s50_1 11, a211oi_1 9, nor2_1 8, clkbuf_8 6
xnor2_1 5, ha_1 5, o21ai_0 4
[worst reg2reg max path, stage by stage, from the launching register on]
cell	delay, ns
dfxtp_1	0.35
inv_1	0.07
ha_1	0.13
nor4bb_1	0.22
buf_4	0.19
and2_1	0.57
nand3_1	0.20
a21oi_1	0.16
[metal layers]
layer	share of wire	up-vias	wire, um	track usage
met5	0	-	0	0
met4	0.0056	0	16	0.00565
met3	0.067	3	192	0.0155
met2	0.44	17	1260	0.0754
met1	0.49	535	1390	0.0679
li1	-	600	-	-
[final cells by class]
type	count	area, um2
fillers	821	5960
flip-flops and latches	33	671
clock buffers	7	86.3
clock inverters	1	30.0
well taps	102	128
repair buffers	13	125
inverters	3	11.3
multi-input cells	117	719
[cells by family (layout without fill, tap and decap cells)]
group,count (synthesis),count (layout),synth area share
AND-OR/OR-AND,41,41,0.186
buffers and inverters,14,24,0.0414
multiplexers,1,1,0.00690
XOR/XNOR,7,7,0.0423
AND/OR/NAND/NOR,63,63,0.218
adder cells (fa/ha/maj),5,5,0.0431
flip-flops,33,33,0.462
[final timing paths]
path	slack, ns	to	from
worst max-delay path	1.64	valid	etu_cnt[0]
worst min-delay path	0.45	data_in[5]	data_in[5]
worst max register to register	1.64	valid	etu_cnt[0]
worst min register to register	0.45	data_in[5]	data_in[5]
[sequential cells by signal, summed over array words and instances (netlist names)]
signal / count
bit_cnt: 3
etu_cnt: 9
state: 3
valid: 1
data: 8
starting: 1
data_in: 8
Power figures rest on the tool's default switching activity, not on a simulated workload.
